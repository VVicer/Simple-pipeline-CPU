==> /design/flow/design.v <==
`timescale 1ns / 1ps
module RegisterFile(clk, reset, RegWrite, Read_register1, Read_register2, Write_register, Write_data, Read_data1, Read_data2);
	input reset, clk;
	input RegWrite;
	input [4:0] Read_register1, Read_register2, Write_register;
	input [31:0] Write_data;
	output [31:0] Read_data1, Read_data2;
	reg [31:0] RF_data[31:0];
	wire Writable;
	assign Writable = RegWrite && (Write_register != 5'b00000);
	assign Read_data1 = (Write_register == Read_register1 && Writable) ? Write_data :
						(Read_register1 == 5'b00000)? 32'h00000000: RF_data[Read_register1];
	assign Read_data2 = (Write_register == Read_register2 && Writable) ? Write_data :
						(Read_register2 == 5'b00000)? 32'h00000000: RF_data[Read_register2];
	integer i;
	always @(posedge reset or posedge clk)
		if (reset)
			for (i = 1; i < 32; i = i + 1)
				RF_data[i] <= 32'h00000000;
		else if (Writable)
			RF_data[Write_register] <= Write_data;
endmodule
==> /design/flow/run.sh <==
#!/bin/bash
# OpenROAD 26Q1-2900-gdf79404cd8, Yosys 0.63+post, stock flow scripts
make -C /OpenROAD-flow-scripts/flow DESIGN_CONFIG=/design/flow/config.mk WORK_HOME=/design/flow/orfs finish
==> /design/flow/config.mk <==
export PLATFORM = sky130hd
export DESIGN_NAME = RegisterFile
export DESIGN_NICKNAME = RegisterFile
export VERILOG_FILES = /design/flow/design.v
export SDC_FILE = /design/flow/constraint.sdc
export NUM_CORES = 4
export LEC_CHECK = 1
export CORE_UTILIZATION = 30
==> /design/flow/constraint.sdc <==
current_design RegisterFile

set clk_period 9.9
set clk_io_pct 0.2

create_clock -name clk0 -period $clk_period [get_ports {clk}]

set non_clock_inputs [all_inputs -no_clocks]
set_input_delay [expr $clk_period * $clk_io_pct] -clock clk0 $non_clock_inputs
set_output_delay [expr $clk_period * $clk_io_pct] -clock clk0 [all_outputs]
==> results.yml <==
# generated from flow reports
run_status:
  status: "finished clean"
clock_network:
  cts.sinks: 992
  clkSlewWorstSetupHoldPaths_ns: 0.06
  cts_max_path_buffers: 3
  numCtsBuffers: 109
  clock_latency_ns: 0.80
  cts-root-buf: "clkbuf_16"
  cts_hold_buf: 0
  htree_num_levels: 3
  cts_setup_buffers: 0
  postCtsResizedCells: 0
  cts_tree: "done"
route:
  dr_total_vias: 47400
  avgRoutedWirePerCell_um: 41.6
  totalWireLength_mm: 293
  drt_first_iter_violations: 6266
  drc_errors: 0
  dr.pass1.iters: 9
  vias_per_cell: 6.73
  ant_nets: 0
synth:
  async_flop_share: 1.00
  synth.most_common_cell: "dfrtp_1"
  yosys.stat.seqShare: 0.481
  ys_chip_area_um2: 51600
  synth.cell_area_um2: 51600
  synth_cells: 4571
  edf_count: 0
  numSynthFlops: 992
  synthMuxAreaShare: 0.216
  synth.avg_cell_area_um2: 11.3
  area_leaders: "dfrtp_1 (48%), mux2_2 (21%), a22oi_1 (8.7%)"
  yosys-stat-cells: 4571
  synth.logic.top_family: "multiplexers"
  xor_share: 0.00153
  yosysTopAreaCell: "dfrtp_1"
  synth_cell_types: 83
  yosysWarnings: 2
  ys_sh_adder: 0
  ys_sh_simple: 0.115
  common_cells: "dfrtp_1 (992), mux2_2 (967), a22oi_1 (597)"
  yosys_most_used_dff: "dfrtp_1"
  synth.top_cell.area_share: 0.481
  compound_area_frac: 0.148
critical_path:
  rrSetupSlack_ns: 8.95
  critPathKind: "input port to output port"
  r2r_start: "RF_data[23][14]"
  worstPathMaxFanout: 17
  r2r-end: "RF_data[23][14]"
  cp-end-kind: "output port"
  r2r.worst_path.cells: 1
  cp.arrival_ns: 6.40
  cp-start-kind: "input port"
  critPathLaunch: "Read_register2[4]"
  required_ns: 7.92
global_route:
  grt_pass1_vias: 45800
  antenna_found_initial: 27
  grt.total_usage: 0.344
  grt_max_degree: 118
  overflow: 0
  grt_pass1_wl_mm: 397
sta:
  rsz0062_at_grt: "no"
  fmax_ghz: 0.119
  fin_crit_ns: 8.38
  finalCritPeriodShare: 0.846
  tns_ns: 0
  fin_worst_skew_ns: 0
  hold_viol_final: 0
  worst_pin_slew_ns: 1.17
  slew_headroom: 0.211
  setup_viol: 0
  slew_viol_final: 0
floorplanning:
  die_area_um2: 174000
  fp_util: 0.303
  core-area_um2: 170000
  die_y_um: 417
  pin_count: 114
  num_rows: 151
  die_w_um: 417
cells_and_area:
  fin_cells: 7044
  top_register: "RF_data"
  largest_reg_flops: 992
  fill_cells: 16500
  design_area_um2: 60300
  areaGrowthSynthToFinish_pct: 16.8
  reg.largest.list: "RF_data x992"
  drive_above_1_share: 0.336
power:
  irDropWorstVdd_uv: 172
  leakagePower_nw: 26.3
  power_density_nw_per_um2: 197
  finalPower_mw: 11.9
placed_design:
  portBuffers: 113
  place_congestion: 1.07
  hpwl_mm: 185
  dp.cells: 6802
  place_area_um2: 56400
min_path:
  min_from: "RF_data[14][9]"
  holdPathStages: 2
  holdPathEnd: "RF_data[14][9]"
  hold_class: "register to register"
run:
  tool_warnings: 38
  drv_cap: 0
## cell usage in the layout, fill, tap and decap left out, types with 8 or more instances in the layout
master	instances
nor2b_1	9
mux2i_1	27
nand3_1	133
a31oi_1	16
a2111oi_0	97
o21ai_1	17
nor3_1	24
a32oi_1	15
or2_2	8
nand2_2	11
clkbuf_8	28
nor4_1	55
nand4_1	125
buf_4	276
nor2_2	10
inv_1	10
nand2_1	185
mux2_2	967
buf_2	9
clkbuf_16	110
o21ai_0	87
a22oi_1	597
nor2_1	36
nand3b_1	13
clkdlybuf4s50_1	103
o31ai_1	33
a21oi_1	84
dfrtp_1	992
and3_1	305
clkinv_2	16
a221oi_1	21
diode_2	41
nor2_4	67
clkbuf_1	18
a22o_1	17
bufinv_16	11
a211oi_1	12
nand2b_1	12
## per-layer routing
| metal | up-vias | global-route usage | part of all wire | wire [um] |
|---|---|---|---|---|
| li1 | 17700 | - | - | - |
| met1 | 23700 | 0.410 | 0.35 | 102000 |
| met2 | 4251 | 0.449 | 0.39 | 115000 |
| met3 | 1657 | 0.205 | 0.16 | 45500 |
| met4 | 24 | 0.259 | 0.10 | 30300 |
| met5 | - | 0.0156 | 0.0012 | 340 |
## kinds of logic after synthesis
logic type,count (synthesis)
XOR/XNOR,9
buffers and inverters,470
flip-flops,992
multiplexers,994
AND/OR/NAND/NOR,1058
AND-OR/OR-AND,1048
## layout make-up
type                    count  area [um^2]  share of cell area
diodes                     41          103             0.00170
inverters                  12         48.8            0.000809
flip-flops and latches    992        24800               0.412
well taps                2295         2870              0.0476
repair buffers            394         3270              0.0542
clock inverters            45          604              0.0100
multi-input cells        3109        25400               0.421
clock buffers             156         3210              0.0532
## power by group
group | switching (mW) | internal, mW
logic | 0.936 | 0.895
registers | 0.840 | 4.84
clock network | 1.85 | 2.54
total | 3.62 | 8.28
## critical path, stage by stage
cell,delay [ns]
buf_2,0.47
buf_4,0.44
buf_4,0.32
nand2b_1,0.08
buf_4,0.22
nor2_4,0.61
buf_4,0.60
a22oi_1,0.21
nand4_1,0.13
nor4_1,0.10
buf_4,0.14
o21ai_0,0.46
clkdlybuf4s50_1,0.57
## per-stage QoR
step                       util  hold slack, ns  setup slack, ns
final                     0.354           0.508             1.52
after global routing      0.354           0.532             1.67
after CTS                 0.354           0.510             1.78
after detailed placement  0.331           0.491             1.79
after global placement    0.331           0.480             1.77
after floorplan               -           0.464            -5.75
## how the worst max path moves through the flow
| stage | to | slack, ns | cells past startpoint |
|---|---|---|---|
| finish | Read_data2[29] | 1.52 | 13 |
| global route | Read_data2[29] | 1.67 | 13 |
| CTS | Read_data2[29] | 1.78 | 13 |
Power figures rest on the tool's default switching activity, not on a simulated workload.
