<file path="flow/design.v">
`timescale 1ns / 1ps
module InstructionMemory(Address, Instruction);
    input wire [31:0] Address;
	output wire [31:0] Instruction;
	parameter MEM_SIZE = 512;
	reg [31:0] data [MEM_SIZE - 1:0];	
	assign Instruction = data[Address[10:2]];
	integer i;
	initial begin
		data[9'd0] <= 32'h20040020;
		data[9'd1] <= 32'h20050000;
		data[9'd2] <= 32'h20060004;
		data[9'd3] <= 32'h20070190;
		data[9'd4] <= 32'h00865022;
		data[9'd5] <= 32'h20080000;
		data[9'd6] <= 32'h20020000;
		data[9'd7] <= 32'h0148582a;
		data[9'd8] <= 32'h1560000f;
		data[9'd9] <= 32'h20090000;
		data[9'd10] <= 32'h0126582a;
		data[9'd11] <= 32'h11600008;
		data[9'd12] <= 32'h01096020;
		data[9'd13] <= 32'h01856820;
		data[9'd14] <= 32'h81ae0000;
		data[9'd15] <= 32'h01276820;
		data[9'd16] <= 32'h81af0000;
		data[9'd17] <= 32'h15cf0002;
		data[9'd18] <= 32'h21290001;
		data[9'd19] <= 32'h0810000a;
		data[9'd20] <= 32'h15260001;
		data[9'd21] <= 32'h20420001;
		data[9'd22] <= 32'h21080001;
		data[9'd23] <= 32'h08100007;
		data[9'd24] <= 32'h200c4000;
		data[9'd25] <= 32'h000c6400;
		data[9'd26] <= 32'h218c000c;
		data[9'd27] <= 32'had820000;
		data[9'd28] <= 32'h20100000;
		data[9'd29] <= 32'h00104302;
		data[9'd30] <= 32'h31080003;
		data[9'd31] <= 32'h20090000;
		data[9'd32] <= 32'h11090006;
		data[9'd33] <= 32'h21290001;
		data[9'd34] <= 32'h11090007;
		data[9'd35] <= 32'h21290001;
		data[9'd36] <= 32'h11090009;
		data[9'd37] <= 32'h21290001;
		data[9'd38] <= 32'h1109000b;
		data[9'd39] <= 32'h20110100;
		data[9'd40] <= 32'h304a000f;
		data[9'd41] <= 32'h08100035;
		data[9'd42] <= 32'h20110200;
		data[9'd43] <= 32'h304a00f0;
		data[9'd44] <= 32'h000a5102;
		data[9'd45] <= 32'h08100035;
		data[9'd46] <= 32'h20110400;
		data[9'd47] <= 32'h304a0f00;
		data[9'd48] <= 32'h000a5202;
		data[9'd49] <= 32'h08100035;
		data[9'd50] <= 32'h20110800;
		data[9'd51] <= 32'h304af000;
		data[9'd52] <= 32'h000a5042;
		data[9'd53] <= 32'h20090000;
		data[9'd54] <= 32'h1149001e;
		data[9'd55] <= 32'h20090001;
		data[9'd56] <= 32'h1149001e;
		data[9'd57] <= 32'h20090002;
		data[9'd58] <= 32'h1149001e;
		data[9'd59] <= 32'h20090003;
		data[9'd60] <= 32'h1149001e;
		data[9'd61] <= 32'h20090004;
		data[9'd62] <= 32'h1149001e;
		data[9'd63] <= 32'h20090005;
		data[9'd64] <= 32'h1149001e;
		data[9'd65] <= 32'h20090006;
		data[9'd66] <= 32'h1149001e;
		data[9'd67] <= 32'h20090007;
		data[9'd68] <= 32'h1149001e;
		data[9'd69] <= 32'h20090008;
		data[9'd70] <= 32'h1149001e;
		data[9'd71] <= 32'h20090009;
		data[9'd72] <= 32'h1149001e;
		data[9'd73] <= 32'h2009000a;
		data[9'd74] <= 32'h1149001e;
		data[9'd75] <= 32'h2009000b;
		data[9'd76] <= 32'h1149001e;
		data[9'd77] <= 32'h2009000c;
		data[9'd78] <= 32'h1149001e;
		data[9'd79] <= 32'h2009000d;
		data[9'd80] <= 32'h1149001e;
		data[9'd81] <= 32'h2009000e;
		data[9'd82] <= 32'h1149001e;
		data[9'd83] <= 32'h2009000f;
		data[9'd84] <= 32'h1149001e;
		data[9'd85] <= 32'h200b003f;
		data[9'd86] <= 32'h08100074;
		data[9'd87] <= 32'h200b0006;
		data[9'd88] <= 32'h08100074;
		data[9'd89] <= 32'h200b005b;
		data[9'd90] <= 32'h08100074;
		data[9'd91] <= 32'h200b004f;
		data[9'd92] <= 32'h08100074;
		data[9'd93] <= 32'h200b0066;
		data[9'd94] <= 32'h08100074;
		data[9'd95] <= 32'h200b006d;
		data[9'd96] <= 32'h08100074;
		data[9'd97] <= 32'h200b007d;
		data[9'd98] <= 32'h08100074;
		data[9'd99] <= 32'h200b0007;
		data[9'd100] <= 32'h08100074;
		data[9'd101] <= 32'h200b007f;
		data[9'd102] <= 32'h08100074;
		data[9'd103] <= 32'h200b006f;
		data[9'd104] <= 32'h08100074;
		data[9'd105] <= 32'h200b0077;
		data[9'd106] <= 32'h08100074;
		data[9'd107] <= 32'h200b007c;
		data[9'd108] <= 32'h08100074;
		data[9'd109] <= 32'h200b0039;
		data[9'd110] <= 32'h08100074;
		data[9'd111] <= 32'h200b005e;
		data[9'd112] <= 32'h08100074;
		data[9'd113] <= 32'h200b0079;
		data[9'd114] <= 32'h08100074;
		data[9'd115] <= 32'h200b0071;
		data[9'd116] <= 32'h022b9020;
		data[9'd117] <= 32'h200c4000;
		data[9'd118] <= 32'h000c6400;
		data[9'd119] <= 32'h218c0010;
		data[9'd120] <= 32'had920000;
		data[9'd121] <= 32'h22100001;
		data[9'd122] <= 32'h0810001d;
		for (i = 9'd123; i < MEM_SIZE; i = i + 1) begin
         	data[i] <= 0;
        end
	end 
endmodule
</file>
<file path="flow/run.sh">
#!/bin/bash
# OpenROAD 26Q1-2900-gdf79404cd8, Yosys 0.63+post, stock flow scripts
make -C /OpenROAD-flow-scripts/flow DESIGN_CONFIG=/design/flow/config.mk WORK_HOME=/design/flow/orfs finish
</file>
<file path="flow/config.mk">
export PLATFORM = sky130hd
export DESIGN_NAME = InstructionMemory
export DESIGN_NICKNAME = InstructionMemory
export VERILOG_FILES = /design/flow/design.v
export SDC_FILE = /design/flow/constraint.sdc
export NUM_CORES = 4
export LEC_CHECK = 1
export CORE_UTILIZATION = 30
export SYNTH_MEMORY_MAX_BITS = 65536
</file>
<file path="flow/constraint.sdc">
current_design InstructionMemory

set clk_period 3.2
set clk_io_pct 0.2

create_clock -name clk0 -period $clk_period

set non_clock_inputs [all_inputs -no_clocks]
set_input_delay [expr $clk_period * $clk_io_pct] -clock clk0 $non_clock_inputs
set_output_delay [expr $clk_period * $clk_io_pct] -clock clk0 [all_outputs]
</file>
==> impl_metrics.toml <==
# physical design summary
[global_routing]
met1_usage_pct = 46.8
grt_pass1_vias = 3667
grt_pass1_wl_mm = 21.6
overflow = 0
grt-busiest-layer = "met2"
gr-usage-all-layers_pct = 33.7
use_met2_pct = 53.2
antenna_found_initial = 0
grtUsageMet3_pct = 5.62
grt_max_degree = 24

[power]
swShare_pct = 53.4
p_seq_share_pct = 0
p_comb_share_pct = 100.0
p_switching_uw = 328
p_clk_share_pct = 0
intPower_uw = 287
cellPowerDensity_nw_per_um2 = 144
p_leak_uw = 0.00176
ir_worst_vdd_mv = 0.0947

[floorplanning]
die_h_um = 93.3
fp_util_pct = 31.7
ios = 64
core-area_sq_um = 7890
die_area_sq_um = 8700
row_count = 32
dieWidth_um = 93.3

[routing]
diodes = 0
final_antenna_net_count = 0
num_vias = 3897
drtIter0Drc = 436
detail_route.wl_per_cell_um = 21.9
dr.pass1.iters = 5
wl_mm = 14.2
viasPerCell = 6.00
drcViolationCount = 0

[layout]
fillCellCount = 713
logic_area_sq_um = 2430
nClkBuffers = 0
flop-count = 0
final_cell_count_no_fill = 650
seqCellArea_sq_um = 0
drive_gt1_share_pct = 41.4
syn2layout_area_growth_pct = 70.7

[synth]
yosys_cells = 408
netlist.area_leader.share_pct = 9.01
seq_area_frac_synth_pct = 0
yosysMostFrequentCell = "nand2_1"
yosysChipArea_sq_um = 2500
post_synth.cell_area_avg_sq_um = 6.12
synth_cell_type_count = 66
common_cells = "nand2_1 (47), a21oi_1 (45), nor2_1 (41)"
ys_warn_count = 1
synthCells = 408
netlist_area_sq_um = 2500
yosys.area.top_type = "a21oi_1"
synthTopCellsByArea = "a21oi_1 (9.0%), nand2_1 (7.1%), nor2_1 (6.2%), o21ai_0 (5.0%), buf_2 (4.0%)"

[hold_path]
hp-class = "input port to output pin"

[critical_path]
crit_path_end = "Instruction[4]"
critical_path.most_common_cell = "buf_4"
cp_slowest_cell = "clkdlybuf4s50_1"
required_ns = 2.56
crit_chain = "clkbuf_4 -> buf_6 -> buf_4 -> nor2_8 -> buf_4 -> buf_4 -> a21oi_1 -> o32ai_1 -> clkdlybuf4s50_1"
start_kind = "input port"
critPathMaxStageDelay_ns = 0.54
crit_start = "Address[4]"
cp_max_fo = 14
worstSetupEndpointType = "output pin"
path_class = "input port to output pin"
critPathArrivalTime_ns = 2.49

[placement]
dp_hpwl_mm = 11.1
post-place-cells = 643
portBuffers = 40
gp_congestion = 1.00

[job]
log.warning_count = 63
cap_violations = 0

[final_timing]
slew_viol_final = 0
whs_ns = 1.98
hold_violations = 0
timing.final.crit_period_ns = 3.13
fin_crit_sh_pct = 98.0
fmax_mhz = 319
setup_viol = 0
tns_ns = 0

[outcome]
outcome = "finished clean"
[power by group through the flow]
stage | registers [uW] | logic [uW] | clock network (uW)
after CTS | 0 | 578 | 0
final | 0 | 615 | 0
after global routing | 0 | 649 | 0
[layout make-up]
| type | count | share of cell area [%] |
|---|---|---|
| Inverter | 11 | 1.20 |
| Multi-Input combinational cell | 345 | 56.9 |
| Tap cell | 102 | 2.99 |
| Timing Repair Buffer | 192 | 38.9 |
[metrics by stage]
step / worst slack [ns] / cell area [sq um] / utilization, % / total power, uW
after floorplan: 0.425 / 2500 / - / 269
after global placement: -0.629 / 3820 / 48.5 / 534
after detailed placement: -0.612 / 3820 / 48.5 / 530
after CTS: -0.0423 / 4110 / 52.1 / 578
after global routing: -0.00329 / 4270 / 54.1 / 649
final: 0.0655 / 4270 / 54.1 / 615
[worst min-delay path by stage]
stage / start / cells past startpoint / end
CTS: Address[5] / 5 / Instruction[17]
global route: Address[10] / 6 / Instruction[19]
finish: Address[10] / 6 / Instruction[19]
[critical path, delay by kind of cell]
family	cells	cell delay [ns]
AND-OR/OR-AND	2	0.40
buffers and inverters	6	1.34
AND/OR/NAND/NOR	1	0.11
[what timing repair did]
item	in CTS	in global routing
pin swaps	19	13
buffers inserted	4	3
cloned	1	0
resized	80	39
hold buffers	0	0
endpoints found under the setup margin	31	23
[layer usage]
layer / part of all wire, % / up-vias
met5: 0 / -
li1: - / 1834
met3: 9.0 / 51
met1: 43 / 1790
met2: 43 / 222
met4: 4.7 / 0
[cell families after synthesis]
family / after synthesis / share of synthesized area, %
xor+xnor: 4 / 1.40
simple gates: 151 / 29.2
buf+inv: 63 / 14.2
mux: 14 / 6.26
other cells: 1 / 0.150
fa+ha+maj: 8 / 4.01
compound gates: 167 / 44.8
[cells in the final DEF (no fill, tap or decap), drive strengths merged, types with 3 or more instances in the layout]
cell,netlist,final
buf,38,154
nand2,47,47
a21oi,45,45
nor2,43,43
o21ai,27,27
clkdlybuf4s50,0,25
o22ai,14,14
nor2b,14,14
a211oi,12,12
a31oi,11,11
nor3,11,11
nand3,10,10
mux2i,10,10
a221oi,9,9
inv,10,9
nand2b,8,8
ha,8,8
dlygate4sd2,0,7
nor4,7,7
a311oi,7,7
o211ai,5,5
a32oi,5,5
a22oi,4,4
o32ai,4,4
o31ai,3,3
nand4,3,3
xor2,3,3
dlymetal6s2s,0,3
mux2,3,3
o311ai,3,3
Power is estimated from default activity; no workload was simulated.
